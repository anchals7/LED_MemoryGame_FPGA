**flow/config.mk**
```make
export PLATFORM = sky130hd
export DESIGN_NAME = top
export DESIGN_NICKNAME = top
export VERILOG_FILES = /design/flow/design.v
export SDC_FILE = /design/flow/constraint.sdc
export NUM_CORES = 4
export LEC_CHECK = 1
export CORE_UTILIZATION = 30
```
**flow/constraint.sdc**
```tcl
current_design top

set clk_period 3.4
set clk_io_pct 0.2

create_clock -name clk0 -period $clk_period [get_ports {clk}]

set non_clock_inputs [all_inputs -no_clocks]
set_input_delay [expr $clk_period * $clk_io_pct] -clock clk0 $non_clock_inputs
set_output_delay [expr $clk_period * $clk_io_pct] -clock clk0 [all_outputs]
```
**flow/design.v**
```verilog
module led_game (
    input clk,
    input rst,
    input [15:0] sw,
    output reg [15:0] led
);
    localparam WAIT = 0, 
				FLASH_1 = 1, CHECK_1 = 2, RESPONSE_WAIT_1 = 3, SUCCESS_1 = 4, FAIL_1 = 5, 
			    FLASH_2 = 6, CHECK_2 = 7, RESPONSE_WAIT_2 = 8, SUCCESS_2 = 9, FAIL_2 = 10, 
			    FLASH_3 = 11, CHECK_3 = 12, RESPONSE_WAIT_3 = 13, SUCCESS_3 = 14, FAIL_3 = 15,
			    FLASH_4 = 16, CHECK_4 = 17, RESPONSE_WAIT_4 = 18, SUCCESS_4 = 19, FAIL_4 = 20;
    reg [3:0] state = WAIT;  
    reg [25:0] timer = 0;  
	reg [24:0] slow_clk_divider = 0;
	wire slow_clk;
	always @(posedge clk) 
	begin
    slow_clk_divider <= slow_clk_divider + 1;
	end
	assign slow_clk = slow_clk_divider[24];  
    always @(posedge slow_clk) begin
        if (~rst) 
			begin
            state <= WAIT;
            timer <= 0;
			led <= 16'b1111111111111111;  
			end 
		else 
			begin
            case (state)
                WAIT: 
				begin
                    timer <= timer + 1;
                    if (timer > 3) begin  
                        state <= FLASH_1;
                        timer <= 0;
                        led <= 16'b0000000000000000;  
                    end
                end
                FLASH_1: 
				begin
                    timer <= timer + 1;
                    if (timer >= 4) begin  
                        state <= CHECK_1;
						timer <= timer + 1;
                        led <= 16'b0000000000000000;
                    end
                end
                CHECK_1: 
				begin
				led <= 16'b0000000001000100;
					timer <= timer + 1;
					if (timer >= 5) 
						begin
						state <= RESPONSE_WAIT_1;
						timer <= 0;
						end
                end
				RESPONSE_WAIT_1: 
				begin
				timer <= timer + 1;
				if (timer >= 10)  
					begin
					if (sw[2] && sw[6]) 
						begin
                        state <= SUCCESS_1;
						end
                    else 
						begin
						state <= FAIL_1;
						end
					end
				end
                SUCCESS_1: begin
                    led <= 16'hFFFF;  
                    state <= FLASH_2;
                end
                FAIL_1: begin
				led <= 16'b0000000000000000;
                end
				FLASH_2:
				begin
                led <= 16'b0000000010110010;  
                timer <= timer + 1;
                if (timer >= 4) 
					begin
                        state <= CHECK_2;
						timer <= timer + 1;
					end
                end
                CHECK_2: begin
                    timer <= timer + 1;
                    if (timer >= 5) 
						begin
                        state <= RESPONSE_WAIT_2;
                        timer <= 0;
						end
                end
				RESPONSE_WAIT_2: 
				begin
                    timer <= timer + 1;
                    if (timer >= 10)  
					begin
                        if (sw[1] && sw[4] && sw[5] && sw[7] && !sw[2] && !sw[6]) 
							begin
                            state <= SUCCESS_2;
							end
                        else 
							begin
                            state <= FAIL_2;
							end
                    end
                end
				SUCCESS_2: begin
                    led <= 16'hFFFF;  
					state <= FLASH_3;
					timer <= timer + 1;
                end
                FAIL_2: begin
				led <= 16'b0000000000000000;
				end
				FLASH_3:
				begin
                led <= 16'b0010000100101010;  
                timer <= timer + 1;
                if (timer >= 4) 
					begin
                        state <= CHECK_3;
						timer <= timer + 1;
					end
                end
                CHECK_3: begin
                    timer <= timer + 1;
                    if (timer >= 5) 
						begin
                        state <= RESPONSE_WAIT_3;
                        timer <= 0;
						end
                end
				RESPONSE_WAIT_3: 
				begin
                    timer <= timer + 1;
                    if (timer >= 10)  
					begin
                        if (sw[1] && sw[3] && sw[5] && sw[8] && sw[13] && !sw[4] && !sw[7]) 
							begin
                            state <= SUCCESS_3;
							end
                        else 
							begin
                            state <= FAIL_3;
							end
                    end
                end
				SUCCESS_3: begin
                    led <= 16'hFFFF;  
					state <= FLASH_4;
					timer <= timer + 1;
                end
                FAIL_3: begin
				led <= 16'b0000000000000000;
				end
			FLASH_4:
				begin
                led <= 16'b1101001010000011;  
                timer <= timer + 1;
                if (timer >= 4) 
					begin
                        state <= CHECK_4;
						timer <= timer + 1;
					end
                end
                CHECK_4: begin
                    timer <= timer + 1;
                    if (timer >= 5) 
						begin
                        state <= RESPONSE_WAIT_4;
                        timer <= 0;
						end
                end
				RESPONSE_WAIT_4: 
				begin
                    timer <= timer + 1;
                    if (timer >= 10)  
					begin
                        if (sw[0] && sw[1] && sw[7] && sw[9] && sw[12] && sw[14] && sw[15] && !sw[3] && !sw[5] && !sw[13]) 
							begin
                            state <= SUCCESS_4;
							end
                        else 
							begin
                            state <= FAIL_4;
							end
                    end
                end
				SUCCESS_4: begin
                    led <= 16'hFFFF;  
                end
                FAIL_4: begin
				led <= 16'b0000000000000000;
				end
            endcase
        end
    end
endmodule
module top (
    input wire clk,         
    input wire rst,         
    input wire [15:0] sw,   
    output wire [15:0] led  
);
    led_game game(
        .clk(clk),
        .rst(rst),
        .sw(sw),
        .led(led)
    );
endmodule
```
**flow/run.sh**
```bash
#!/bin/bash
# OpenROAD 26Q1-2900-gdf79404cd8, Yosys 0.63+post, stock flow scripts
make -C /OpenROAD-flow-scripts/flow DESIGN_CONFIG=/design/flow/config.mk WORK_HOME=/design/flow/orfs finish
```
==> flow_summary.json <==
{
  "switching_share_pct": 20.1,
  "drt_pass1_iterations": 4,
  "crit_fanout": 5,
  "fin_area_um2": 3630,
  "synth-warning-count": 1,
  "synth.avg_cell_area_um2": 8.87,
  "antenna_left": 0,
  "finalCritPeriodShare_pct": 47.6,
  "ir_drop_mv": 0.195,
  "clk_path_buf_depth": 2,
  "untimed_endpoints": 51,
  "worst_hold_path.num_cells": 1,
  "vias_per_cell": 4.90,
  "warnings": 35,
  "cp.required_ns": 3.56,
  "wire_per_inst_um": 11.6,
  "synthArstFlopShare_pct": 0,
  "skew_ns": 0.00395,
  "postRouteWirelength_um": 5980,
  "relSlewSlack_pct": 43.8,
  "numCtsBuffers": 3,
  "yosysCellCount": 375,
  "hold_violations": 0,
  "crit_arrival_ns": 1.78,
  "io_pins": 34,
  "post_cts_resized": 0,
  "power_density_nw_per_um2": 134,
  "unclocked_regs": 35,
  "total_power_mw": 0.488,
  "chip_area_um2": 11500,
  "clk_latency_ns": 0.26,
  "root_buffer": "clkbuf_8",
  "seq_area_frac_synth_pct": 36.1,
  "edf_count": 0,
  "finalSetupViolCount": 0,
  "slew_viol_final": 0,
  "htreeDepth": 1,
  "period_minus_slack_ns": 1.62,
  "fill_cells": 1099,
  "layout-drive-gt1-share_pct": 7.47,
  "grt_pass1_wl_um": 10300,
  "area_delta_synth_final_pct": 9.22,
  "maxCapViolCount": 0,
  "p_int_mw": 0.390,
  "postCtsHoldBufs": 0,
  "drt-initial-drc-count": 116,
  "logic_area_um2": 1880,
  "rows": 38,
  "clkPwrFrac_pct": 34.6,
  "cts.clk_slew.worst_paths_ns": 0.08,
  "post-route-drc-count": 0,
  "grt_pass1_vias": 2236,
  "syn-cell-area_um2": 3330,
  "grt_max_degree": 36,
  "antenna_found_initial": 0,
  "power_switching_mw": 0.0980,
  "fp.dieW_um": 107,
  "post_cts_buffers": 0,
  "setup.worst_path.start_class": "flop",
  "synth.distinct_cells": 56,
  "fin_setup_tns_ns": 0,
  "post-route-util_pct": 33.5,
  "post_dp_cell_area_um2": 3590,
  "io_buffers": 26,
  "register_area_um2": 1200,
  "final_cell_mix": "60 x dfxtp_1, 40 x xnor2_1, 26 x nor3_1, 26 x clkdlybuf4s50_1, 24 x nor2_1",
  "flop_cell": "dfxtp_1",
  "ys.flops": 60,
  "floorplan.core_util_pct": 30.7,
  "place_congestion": 0.806,
  "grt_use_total_pct": 10.7,
  "end_kind": "flop",
  "hp-class": "reg2reg",
  "r2r_cells": 5,
  "dr_total_vias": 2525,
  "dp.final_hpwl_um": 4110,
  "core_area_um2": 10800,
  "tritoncts": "yes",
  "netlist_instances": 375,
  "rsz0062_at_grt": "no",
  "insertedDiodeCount": 0,
  "crit_type": "reg2reg",
  "whs_ns": 0.399,
  "combPwrFrac_pct": 5.4,
  "power_leakage_nw": 1.13,
  "yosys_area_um2": 3330,
  "p_seq_share_pct": 60.0,
  "grt_overflow": 0,
  "fmax_mhz": 618,
  "worstMarginPinSlew_ns": 0.841,
  "status": "completed",
  "chipHeight_um": 107,
  "layout_top_cell": "dfxtp_1"
}
==> flip-flops by register name (all words and copies together), names as in the netlist <==
name	flops
game.led	5
game.timer	26
game.state	4
game.slow_clk_divider	25
==> Yosys cell counts, types with 2 or more instances <==
cell,n,share of area (%)
dfxtp_1,60,36
xnor2_1,40,11
nor3_1,26,3.9
nor2_1,24,2.7
nand2_1,22,2.5
inv_1,15,1.7
nand3_1,13,2.0
nand4_1,13,2.4
a21oi_1,12,1.8
buf_4,12,2.7
nor3_2,12,3.6
clkbuf_1,11,1.2
nor4_1,9,1.7
o21ai_0,8,1.2
xor2_1,8,2.1
buf_2,7,1.1
nand2b_1,7,1.3
and4_1,6,1.6
ha_1,5,1.9
mux2i_1,5,1.5
o211ai_1,5,1.1
and2_1,4,0.75
o22ai_1,4,0.75
a211o_1,3,0.79
o31ai_1,3,0.68
or3_1,3,0.56
a211oi_1,2,0.45
and3_1,2,0.38
buf_6,2,0.68
nand4b_1,2,0.53
nor2b_1,2,0.38
nor3b_1,2,0.45
o2111ai_1,2,0.53
o21bai_1,2,0.45
==> layer usage <==
layer  share of wire, %  GRT usage, %  vias to the layer above  routed length [µm]
met5                  0             0                        -                   0
met4                  0         0.489                        0                   0
met3                2.9         0.432                        0                 174
met2                 44          17.3                       42                2630
met1                 53          16.9                     1155                3170
li1                   -             -                     1328                   -
==> cell type report <==
type	instances	share of cell area [%]
tap	140	4.82
timing repair buffer	28	7.58
sequential	60	33.1
inverter	15	1.55
clock buffer	4	1.24
multi-input combinational	268	51.7
==> cell families after synthesis <==
group / synth area share (%)
simple gates: 26.0
flops: 36.1
fa+ha+maj: 1.88
xor+xnor: 13.1
buf+inv: 7.37
mux: 1.50
compound gates: 14.0
==> per-stage QoR <==
step	worst slack (ns)	instances
2_1_floorplan	1.96	375
3_3_place_gp	1.81	511
3_5_place_dp	1.79	511
4_1_cts	1.75	515
5_1_grt	1.58	515
6_report	1.78	515
==> power groups by stage <==
stage | logic [mW] | registers, mW | clock network, mW
after CTS | 0.0265 | 0.293 | 0.174
after global routing | 0.0282 | 0.293 | 0.188
final | 0.0261 | 0.293 | 0.169
==> final timing paths <==
check / from / slack (ns) / endpoint
hold reg to reg: game.slow_clk_divider[0] / 0.40 / game.slow_clk_divider[0]
hold / removal: game.slow_clk_divider[0] / 0.40 / game.slow_clk_divider[0]
setup / recovery: game.slow_clk_divider[2] / 1.78 / game.slow_clk_divider[23]
setup reg to reg: game.slow_clk_divider[2] / 1.78 / game.slow_clk_divider[23]
==> worst max-delay path, stage by stage, from the launching register on <==
cell and delay, ns:
dfxtp_1 0.40, and4_1 0.28, nand4_1 0.23, nor2_1 0.31, nand4_1 0.16, xnor2_1 0.14
Power and IR drop assume default switching activity.
